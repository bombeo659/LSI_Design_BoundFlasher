==> design.v <==
module boundFlasher (flick, clk, rst, LEDs);
  input wire flick;
  input wire clk;
  input wire rst;
  output reg [15:0] LEDs;
  reg [2:0] stateTemp;
  reg [2:0] stateReal;
  reg [15:0] ledTemp;
  reg flickFlag;
  always @(*) begin
    case(stateTemp)
      3'b000: begin
        ledTemp = 16'b0;
      end
      3'b001: begin
        if (LEDs[5] != 1) begin
          ledTemp = (LEDs << 1) | 1'b1;
        end
      end
      3'b010: begin
        if (LEDs[0] != 0) begin
          ledTemp = (LEDs >> 1);
        end
      end
      3'b011: begin
        if (LEDs[10] != 1) begin
          ledTemp = (LEDs << 1) | 1'b1;
        end
      end
      3'b100: begin
        if (LEDs[5] != 0) begin
          ledTemp = (LEDs >> 1);
        end
      end
      3'b101: begin
        if (LEDs[15] != 1) begin
          ledTemp = (LEDs << 1) | 1'b1;
        end
      end
      3'b110: begin
        if (LEDs[0] != 0) begin
          ledTemp = (LEDs >> 1);
        end
      end
      default: begin
        ledTemp = 16'b0;
      end
		endcase
  end
  always @(posedge clk or negedge rst) begin
    if (rst == 1'b0) begin
      LEDs <= 16'b0;
    end
    else begin
      LEDs <= ledTemp;
    end
  end
  always @(posedge clk or negedge rst) begin
    if (rst == 1'b0) begin
      stateReal <= 3'b000;
    end
    else begin
      stateReal <= stateTemp;
    end
  end
  always @(flick or stateReal or LEDs or rst) begin
    if (rst == 1'b0) begin
      flickFlag = 1'b0;
    end
    else if (flick == 1'b1 && stateReal == 3'b011 && LEDs[5] == 1 && LEDs[6] == 0) begin
      flickFlag = 1'b1;
    end
    else if (flick == 1'b1 && stateReal == 3'b011 && LEDs[10] == 1 && LEDs[11] == 0) begin
      flickFlag = 1'b1;
    end    
    else if (flick == 1'b1 && stateReal == 3'b101 && LEDs[5] == 1 && LEDs[6] == 0) begin
      flickFlag = 1'b1;
    end 
    else if (flick == 1'b1 && stateReal == 3'b101 && LEDs[10] == 1 && LEDs[11] == 0) begin
      flickFlag = 1'b1;
    end
    else begin
      flickFlag = 1'b0;
    end
  end
  always @(flick or stateReal or LEDs or rst) begin
    if (rst == 1'b0) begin
      stateTemp = 3'b000;
    end
    else begin
      case (stateReal)
        3'b000: begin  
          if (flick == 1) begin
            stateTemp = 3'b001;
          end
        end
        3'b001: begin  
          if (LEDs[5] == 1) begin
            stateTemp = 3'b010;
          end
        end
        3'b010: begin  
          if (LEDs[0] == 0) begin
            stateTemp = 3'b011;
          end
        end
        3'b011: begin  
          if (flickFlag == 1'b1) begin
            stateTemp = 3'b010;
          end 
          else if (LEDs[10] == 1 && stateTemp != 3'b010) begin
            stateTemp = 3'b100;
          end
        end
        3'b100: begin	 
          if (LEDs[5] == 0) begin
            stateTemp = 3'b101;
          end
        end
        3'b101: begin  
          if(flickFlag == 1'b1) begin
            stateTemp = 3'b100;
          end
          if (LEDs[15] == 1 && stateTemp != 3'b100) begin
            stateTemp = 3'b110;
          end
        end
        3'b110: begin
          if (LEDs[0] == 0) begin
            stateTemp = 3'b000;
          end
        end
        default: stateTemp = 3'b000;
      endcase
    end
  end
endmodule
==> run.sh <==
#!/bin/bash
# OpenROAD 26Q1-2900-gdf79404cd8, Yosys 0.63+post, stock flow scripts
make -C /OpenROAD-flow-scripts/flow DESIGN_CONFIG=/design/flow/config.mk WORK_HOME=/design/flow/orfs finish
==> config.mk <==
export PLATFORM = sky130hd
export DESIGN_NAME = boundFlasher
export DESIGN_NICKNAME = boundFlasher
export VERILOG_FILES = /design/flow/design.v
export SDC_FILE = /design/flow/constraint.sdc
export NUM_CORES = 4
export LEC_CHECK = 1
export CORE_UTILIZATION = 30
==> constraint.sdc <==
current_design boundFlasher

set clk_period 1.0
set clk_io_pct 0.2

create_clock -name clk0 -period $clk_period [get_ports {clk}]

set non_clock_inputs [all_inputs -no_clocks]
set_input_delay [expr $clk_period * $clk_io_pct] -clock clk0 $non_clock_inputs
set_output_delay [expr $clk_period * $clk_io_pct] -clock clk0 [all_outputs]
==> flow_summary.yaml <==
# synthesis and place-and-route metrics
critical_path:
  max_stage_delay_ns: 0.39
  crit_family: "flip-flops"
  path_max_fanout: 2
  cp_cell_sequence: "buf_2"
  cp-startpoint: "LEDs[10]"
  critPathLaunchType: "flip-flop"
  arrival_ns: 0.76
  cp-end-kind: "primary output"
  crit_path_top_delay_cell: "dfrtp_1"
  cp.depth: 1
  worst-path-buf-inv: 1
  critPathRequiredTime_ns: 0.80
  endpoint: "LEDs[10]"
  critPathKind: "reg -> out"
synthesis:
  syn_inst: 133
  synth_flops: 38
  flop_cell: "dlxtn_1"
  syn_area_per_cell_sq_um: 9.56
  synth_cell_types: 29
  synth_area_sq_um: 1270
  yosysWarnings: 8
  edf_count: 0
  ys_area_sq_um: 1270
  synth_stat.cells: 133
  async_reset_ff_share_pct: 50.0
final_timing:
  relSlewSlack_pct: 60.6
  final_max_slew_viol_count: 0
  untimed_endpoints: 38
  period_needed_ns: 0.962
  clock.fmax_mhz: 1040
  unclocked_pins: 19
  final_hold_viol_count: 0
  rsz0062_at_grt: "no"
  fin_hold_ws_ns: 0.298
  finalClockPeriodUsage_pct: 96.2
  max_slew.worst_pin.slew_ns: 0.585
  setup_slack_ns: 0.0385
  setup_violations: 0
global_routing:
  grt_max_degree: 39
  antenna_found_initial: 0
  grt_pass1_vias: 1054
  grt_pass1_wl_um: 4770
  grt.total_usage_pct: 14.3
  overflow: 0
layout:
  fin_cells: 220
  area_growth_pct: 27.7
  drive_gt1_share_pct: 25.9
  final_util_pct: 40.3
  regArea_sq_um: 761
  comb_area_sq_um: 457
  num-fill-cells: 396
routing:
  via_per_inst: 4.80
  vias: 1055
  wl_per_cell_um: 12.4
  drcViolationCount: 0
  drtIter0Drc: 72
  antenna_cells: 0
  drt-total-wl_um: 2720
  firstDrtPassIters: 4
  ant_nets: 0
floorplanning:
  die_x_um: 67.1
  rows: 23
  io_pins: 19
  floorplan.core_util_pct: 31.6
  core-area_sq_um: 4030
  die_h_um: 67.1
  dieArea_sq_um: 4500
flow_run:
  drv_cap: 0
  warnings: 25
place:
  portBuffers: 18
  pre_cts_slack_ns: -0.0320
  dp_cells: 210
  gp_congestion: 0.794
  hpwl_um: 1800
run_status:
  status: "complete, no violations"
cts:
  cts-root-buf: "clkbuf_8"
  numCtsBuffers: 3
  htree_levels: 1
  cts_tree: "done"
  cts_hold_buf: 0
  cts_buffer_depth: 2
  clk_pin_slew_ns: 0.07
pwr:
  p_leak_nw: 0.785
  peakVddDrop_mv: 0.433
  powerDensity_nw_per_um2: 858
hold_path:
  hold_path.class: "in -> async"
-- per-stage QoR --
stage | cell area (sq um) | TNS, ns | power, W
floorplan | 1270 | 0 | 0.000830
global placement | 1610 | -0.0482 | 0.000874
detailed placement | 1610 | -0.0777 | 0.000874
CTS | 1620 | 0 | 0.00142
global route | 1620 | 0 | 0.00147
finish | 1620 | 0 | 0.00139
-- cell families (layout without fill, tap and decap cells) --
family / after synthesis / in the layout / synth area share [%]
buffers and inverters: 11 / 48 / 4.23
and+or+nand+nor: 54 / 54 / 21.6
DFF: 19 / 19 / 37.4
AOI/OAI and AO/OA: 30 / 30 / 14.4
latches: 19 / 19 / 22.4
-- state kept, by name (all words and copies together) (netlist names) --
name and flops:
stateTemp 3, LEDs 16, stateReal 3, ledTemp 16
-- area by class of cell --
cell class                 instances  share of cell area, %
clock buffer                       3                   2.54
sequential                        38                   46.9
multi-input combinational         84                   28.1
inverter                           3                  0.694
tap                               50                   3.86
clock inverter                     1                  0.308
timing repair buffer              41                   17.6
-- per-layer routing --
metal	vias to the layer above	track usage [%]	wire (um)
met3	2	2.60	166
met1	490	23.7	1410
met5	-	0	0
li1	534	-	-
met2	29	20.0	1120
met4	0	2.13	14
-- synth_stat cells, types with 3 or more instances --
cell type	number	area, sq um
dfrtp_1	19	475
inv_1	3	11.3
nor2_1	5	18.8
o21ai_0	9	45.0
nand3_1	17	85.1
o21ai_1	10	50.1
dlxtn_1	19	285
nand2_1	17	63.8
clkbuf_1	3	11.3
nand2b_1	5	31.3
buf_2	4	20.0
-- repair_timing --
| action | CTS | global route |
|---|---|---|
| setup endpoints to repair | 16 | 0 |
| setup buffers | 6 | 0 |
| resized | 48 | 0 |
| endpoints found under the hold margin | 0 | 0 |
-- where the power goes --
part	switching, W	leakage [nW]	internal [W]	total, W
registers	0.00000512	0.406	0.000783	0.000789
logic	0.0000421	0.354	0.0000279	0.0000701
clock network	0.000256	0.0255	0.000277	0.000533
-- worst min-delay path by stage --
stage	start	endpoint	slack [ns]	cells after the start
after global routing	rst	LEDs[6]	0.30	2
final	rst	LEDs[6]	0.30	2
after CTS	rst	LEDs[5]	0.30	2
-- cell usage in the layout, fill, tap and decap left out, types with 2 or more instances in the layout --
cell type,n
dfrtp_1,19
a21oi_1,2
nand3b_1,2
o21ai_1,10
nand2_1,17
clkbuf_8,3
inv_1,3
nor2_1,5
nor2b_1,2
dlxtn_1,19
buf_2,16
clkdlybuf4s50_1,2
nor4b_1,2
buf_4,22
o21ai_0,9
nand2b_1,5
nand3_1,17
Power figures rest on the tool's default switching activity, not on a simulated workload.
